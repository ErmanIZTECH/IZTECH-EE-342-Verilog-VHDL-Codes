==> /design/flow/design.v <==
module Counter4b(nReset,Clk,CountEn,COut,EnableNext);
input Clk,CountEn,nReset;
output EnableNext;
output reg [3:0]COut;
always @(posedge Clk or negedge nReset)
	begin
		if(nReset == 1'b0)
			COut[3:0] <= 4'd0;
		else
			if(CountEn == 1'b1)
				if(COut[3:0] == 4'd9)
					COut[3:0] <= 4'b0;
				else
					COut[3:0] <= COut[3:0] + 4'd1;
	end 
assign EnableNext =(COut[3:0] == 4'd9)? (1'b1&CountEn) : (1'b0&CountEn);
endmodule
module Lab2(nReset,Clk,CountEn, Co0, Co1, Co2);
input Clk,CountEn;
input nReset;
wire [1:0] NextEn;
output [3:0] Co0;
output [3:0] Co1;
output [3:0] Co2;
Counter4b C0(.nReset(nReset), .Clk(Clk), .CountEn(CountEn),   .COut(Co0), .EnableNext(NextEn[0]));
Counter4b C1(.nReset(nReset), .Clk(Clk), .CountEn(NextEn[0]), .COut(Co1), .EnableNext(NextEn[1]));
Counter4b C2(.nReset(nReset), .Clk(Clk), .CountEn(NextEn[1]), .COut(Co2), .EnableNext(         ));
endmodule 
==> /design/flow/run.sh <==
#!/bin/bash
# OpenROAD 26Q1-2900-gdf79404cd8, Yosys 0.63+post, stock flow scripts
make -C /OpenROAD-flow-scripts/flow DESIGN_CONFIG=/design/flow/config.mk WORK_HOME=/design/flow/orfs finish
==> /design/flow/config.mk <==
export PLATFORM = sky130hd
export DESIGN_NAME = Lab2
export DESIGN_NICKNAME = Lab2
export VERILOG_FILES = /design/flow/design.v
export SDC_FILE = /design/flow/constraint.sdc
export NUM_CORES = 4
export LEC_CHECK = 1
export CORE_AREA = 10 10 83 83
export DIE_AREA = 0 0 93 93
==> /design/flow/constraint.sdc <==
current_design Lab2

set clk_period 1.6
set clk_io_pct 0.2

create_clock -name clk0 -period $clk_period [get_ports {Clk}]

set non_clock_inputs [all_inputs -no_clocks]
set_input_delay [expr $clk_period * $clk_io_pct] -clock clk0 $non_clock_inputs
set_output_delay [expr $clk_period * $clk_io_pct] -clock clk0 [all_outputs]
==> deck_impl_summary.md <==
Physical Implementation Snapshot

Timing
  – Slew Limit Fails: 0
  – Final setup viols: 0
  – Clock Skews: 0.0009341 ns
  – Min Clock Period, post-route: 1.534 ns
  – Hold WS: 0.3886 ns
  – Final worst setup slack: 0.06580 ns
  – RSZ-0062 raised after global routing: false
  – Max-slew headroom: 82.95%
  – Fin Setup TNS: 0 ns
  – Post-layout period usage of the worst path: 95.89%
  – Fmax: 651.8 MHz
  – Fin. Hold Viols: 0
  – Worst Tran Pin Value: 0.2551 ns

Critical path
  – CP max FO: 7
  – Crit-path max cell delay: 0.55 ns
  – Critical path, cell by cell: clkdlybuf4s50_1
  – Crit. path cell count: 1
  – Critical path startpoint: C2.COut[1]
  – Type of origin of the critical path: flop
  – Crit path buffers/inverters: 1
  – CP endpoint kind: output port
  – CP top delay family: buffers and inverters
  – Worst Reg-to-Reg Cells: 3
  – Setup CP Type: flop to output port
  – Critical Path RT: 1.28 ns
  – RR Startpoint: C0.COut[2]
  – CP arrival: 1.21 ns
  – Slowest cell on the critical path: clkdlybuf4s50_1
  – Crit path capture: Co2[1]
  – Reg2Reg Setup Slack: 0.20 ns
  – Worst r2r dst: C2.COut[2]

Clocking
  – H-tree Lvls: 1
  – Clk buf depth: 2
  – TritonCTS buffer count: 3
  – CTS Root Cell: clkbuf_8
  – Worst-Skew Late Latency: 0.24 ns
  – CTS Hold Bufs: 0
  – CTS resizes: 0
  – Setup bufs post-CTS: 0
  – Clock sink count: 12
  – Register clock-pin slew on the reported worst setup and hold paths: 0.05 ns
  – CTS tree: done

Logic synthesis
  – Number of cells in Yosys stat: 59
  – Cell Type Count: 29
  – Syn. warnings: 1
  – Synthesis area per yosys: 638.1 um2
  – Flops out of synthesis: 12
  – Mean Syn Cell Area: 10.82 um2
  – Seq/Total Area, Yosys: 47.06%
  – Biggest area cells: dfrtp_1 47%, xor2_1 5.5%, nand3_1 3.9%
  – Synthesized cell area: 638.1 um2
  – Yosys top cell by area: dfrtp_1
  – Synth Instances: 59
  – Area leader share: 47.06%

Worst hold path
  – Hold Path Class: input pin to async pin

Floorplan
  – Die area: 8649 um2
  – Row Count: 26
  – Die Wd: 93 um
  – Core Area: 5140 um2
  – FP Core Util: 12.41%
  – Top-Level Pins: 15
  – Die Height: 93 um

Placement
  – Setup WS pre-CTS: 0.03834 ns
  – Dpl cells: 148
  – Port bufs: 14
  – Post-DP HPWL: 1.239 mm
  – GPL Wtd Cong: 0.7332

Layout
  – Share of post-route cells with drive strength above 1: 23.17%
  – Area Overhead vs Synth: 50.78%
  – FILL cells: 596
  – Tally of non-filler cells in the final layout: 152
  – Core Util, Final: 18.72%

Drt
  – Drt total wl: 1.600 mm
  – First-pass detailed-route iteration total: 3
  – DR vias: 516
  – DRT iter0 DRCs: 30
  – Routed vias/inst: 3.395
  – DRT antenna net count: 0
  – DRC viols: 0
  – Wire per inst: 10.53 um
  – # diodes: 0

Power and ir drop
  – Leak Pwr: 0.4065 nW
  – PD cells: 1515 nW/um2
  – Peak supply drop: 0.7036 mV

Global routing
  – Largest net degree at the start of global routing: 13
  – First-pass GRT wire length: 2.615 mm
  – Initial antenna violation count: 0
  – Vias in the first global route: 513
  – Total gr overflow: 0
  – Gr usage total: 3.699%

Flow run
  – Tool warnings: 25
  – Maximum Capacitance Violations: 0

Run status
  – Status: finished clean
-- registers in the layout (all words and copies together), names as in the netlist --
register	flops
C0.COut	4
C1.COut	4
C2.COut	4
-- worst reg2reg max path, cell delays in order, from the launching register on --
cell     delay (ns)
dfrtp_2        0.45
or3b_4         0.44
nor4_4         0.29
xor2_1         0.16
-- synthesized netlist by cell type --
library cell  count
dfrtp_1          12
nand2_1           5
nand3_1           5
nor2b_1           4
xor2_1            4
and3b_1           2
nor2_1            2
nor3_1            2
o21ai_0           2
xnor2_1           2
a21o_1            1
a21o_2            1
a21oi_1           1
a31o_2            1
and2b_2           1
and3_1            1
and4b_1           1
and4bb_2          1
inv_1             1
mux2_1            1
nand3b_1          1
nand4_1           1
nor3b_2           1
nor4_1            1
nor4_4            1
o211ai_1          1
o31ai_1           1
or3b_1            1
or3b_4            1
-- metal layers --
layer / wire length (um) / vias up / global-route usage (%)
met5: 0 / - / 0
met4: 0 / 0 / 0.5141
met3: 75 / 0 / 1.131
met2: 630 / 10 / 4.848
met1: 893 / 245 / 5.830
li1: - / 261 / -
-- power by group --
part / switching [W] / internal [W]
Combinational: 0.000198 / 0.000370
Sequential: 0.000150 / 0.000412
Clock: 0.000111 / 0.000217
Total: 0.000459 / 0.000999
-- per-stage QoR --
step                      total power [W]  cell area (um2)
final                            0.001457            962.2
after floorplan                 0.0007944            638.1
after global routing             0.001578            962.2
after CTS                        0.001484            958.4
after detailed placement         0.001141            903.4
after global placement           0.001144            903.4
-- layout make-up --
class / count / area (um2) / share of cell area (%)
repair buffers: 19 / 177.7 / 18.47
inverters: 1 / 3.754 / 0.3901
clock buffers: 4 / 55.05 / 5.722
multi-input cells: 46 / 334.1 / 34.72
flip-flops and latches: 12 / 304.0 / 31.60
well taps: 70 / 87.58 / 9.103
-- worst min-delay path by stage --
stage       from    endpoint  slack, ns  depth (start not counted)
6_report  nReset  C2.COut[2]       0.39                          2
5_1_grt   nReset  C2.COut[2]       0.42                          2
4_1_cts   nReset  C2.COut[0]       0.40                          2
-- placed cells by master, fill, tap and decap left out --
| master | netlist | layout |
|---|---|---|
| a21o_1 | 1 | 1 |
| a21o_2 | 1 | 1 |
| a21oi_1 | 1 | 1 |
| a31o_2 | 1 | 1 |
| and2b_2 | 1 | 1 |
| and3_1 | 1 | 1 |
| and3b_1 | 2 | 2 |
| and4b_1 | 1 | 1 |
| and4bb_2 | 1 | 1 |
| buf_4 | 0 | 5 |
| clkbuf_8 | 0 | 4 |
| clkdlybuf4s50_1 | 0 | 14 |
| dfrtp_1 | 12 | 9 |
| dfrtp_2 | 0 | 3 |
| inv_1 | 1 | 1 |
| mux2_1 | 1 | 1 |
| nand2_1 | 5 | 5 |
| nand3_1 | 5 | 5 |
| nand3b_1 | 1 | 1 |
| nand4_1 | 1 | 1 |
| nor2_1 | 2 | 2 |
| nor2b_1 | 4 | 4 |
| nor3_1 | 2 | 2 |
| nor3b_2 | 1 | 1 |
| nor4_1 | 1 | 1 |
| nor4_4 | 1 | 1 |
| o211ai_1 | 1 | 1 |
| o21ai_0 | 2 | 2 |
| o31ai_1 | 1 | 1 |
| or3b_1 | 1 | 1 |
| or3b_4 | 1 | 1 |
| xnor2_1 | 2 | 2 |
| xor2_1 | 4 | 4 |
-- cell families (layout without fill, tap and decap cells) --
| family | Yosys count | count (layout) | share of synthesized area (%) |
|---|---|---|---|
| flops | 12 | 12 | 47.06 |
| simple gates | 31 | 31 | 33.73 |
| buf+inv | 1 | 24 | 0.5877 |
| mux | 1 | 1 | 1.765 |
| xor+xnor | 6 | 6 | 8.235 |
| compound gates | 8 | 8 | 8.629 |
Power and IR drop assume default switching activity.
