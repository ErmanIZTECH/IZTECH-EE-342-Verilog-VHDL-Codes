==> flow/design.v <==
module Lab6(Clk,nReset,D1,D2,COut);
input Clk,nReset,D1,D2;
output [3:0]COut;
reg [3:0]Count;
wire [1:0]DState;
reg [2:0]CurState;
reg [2:0]NxtState;
reg [1:0]CountEn;
parameter S0=3'b000, S1=3'b010, S2=3'b011, S3=3'b001, S4=3'b101, S5=3'b111, S6=3'b110;
assign DState[1] = D1;
assign DState[0] = D2;
always@(posedge Clk or negedge nReset)
begin
	if(nReset==1'b0)
		CurState[2:0]<= S0;
	else
		begin
		CurState[2:0]<=NxtState[2:0];
			if(CountEn[1:0] == 2'b10 && NxtState[2:0] == S0 )
				Count[3:0] <= Count[3:0] + 4'd1;
			else if(CountEn[1:0] == 2'b01 && NxtState[2:0] == S0 )
				Count[3:0] <= Count[3:0] - 4'd1;
			else
				Count[3:0] <= Count[3:0];
		end
end
always @(DState or CurState or CountEn)
begin
case(CurState)
	S0:
	begin
	CountEn[1:0] = 2'b00;
		if(DState == 2'b10)
			NxtState[2:0] = S1;
		else if(DState == 2'b01)
			NxtState[2:0] = S4;
		else
			NxtState[2:0] = S0;
	end
	S1:
	begin
	CountEn[1:0] = 2'b00;
		if(DState == 2'b11)
			NxtState[2:0] = S2;
		else if(DState == 2'b00)
			NxtState[2:0] = S0;
		else
			NxtState[2:0] = S1;
	end
	S2:
	begin
	CountEn[1:0] = 2'b00;
		if(DState == 2'b01)
			NxtState[2:0] = S3;
		else if(DState == 2'b10)
			NxtState[2:0] = S1;
		else
			NxtState[2:0] = S2;
	end
	S3:
	begin
		if(DState == 2'b00)
			begin
			NxtState[2:0] = S0;
			CountEn[1:0] = 2'b10;
			end
		else if(DState == 2'b11)
			NxtState[2:0] = S2;
		else
			begin
			NxtState[2:0] = S3;
			end
	end
	S4:
	begin
	CountEn[1:0] = 2'b00;
		if(DState == 2'b00)
			NxtState[2:0] = S0;
		else if(DState == 2'b11)
			NxtState[2:0] = S5;
		else
			NxtState[2:0] = S4;
	end
	S5:
	begin
	CountEn[1:0] = 2'b00;
		if(DState == 2'b01)
			NxtState[2:0] = S4;
		else if(DState == 2'b10)
			NxtState[2:0] = S6;
		else
			NxtState[2:0] = S5;
	end
	S6:														 
	begin
		if(DState == 2'b00)
			begin
			NxtState[2:0] = S0;
			CountEn[1:0] = 2'b01;
			end
		else if(DState == 2'b11)
			NxtState[2:0] = S5;
		else
			begin
			NxtState[2:0] = S6;
			end
	end
	default:
		begin
		CountEn[1:0] = 2'b00;
		NxtState[2:0] = S0;
		end
endcase
end
assign COut[3:0] = Count[3:0];
endmodule
==> flow/run.sh <==
#!/bin/bash
# OpenROAD 26Q1-2900-gdf79404cd8, Yosys 0.63+post, stock flow scripts
make -C /OpenROAD-flow-scripts/flow DESIGN_CONFIG=/design/flow/config.mk WORK_HOME=/design/flow/orfs finish
==> flow/config.mk <==
export PLATFORM = sky130hd
export DESIGN_NAME = Lab6
export DESIGN_NICKNAME = Lab6
export VERILOG_FILES = /design/flow/design.v
export SDC_FILE = /design/flow/constraint.sdc
export NUM_CORES = 4
export LEC_CHECK = 1
export CORE_AREA = 10 10 70 70
export DIE_AREA = 0 0 80 80
==> flow/constraint.sdc <==
current_design Lab6

set clk_period 3.8
set clk_io_pct 0.2

create_clock -name clk0 -period $clk_period [get_ports {Clk}]

set non_clock_inputs [all_inputs -no_clocks]
set_input_delay [expr $clk_period * $clk_io_pct] -clock clk0 $non_clock_inputs
set_output_delay [expr $clk_period * $clk_io_pct] -clock clk0 [all_outputs]
==> out/qor.csv <==
stage,metric,value,unit
status,outcome,"finished, final reports clean",
routing,total wire length,1230,um
routing,n_diodes,0,
setup_path,CP Data Arrival Time,3480,ps
global_routing,vias in the first global route,462,
sta,actual slew at the worst max-slew pin,338,ps
floorplan,core box area,0.00342,sq mm
routing,Routed WL per cell,9.96,um
setup_path,Worst Reg-to-Reg Cells,8,
synthesis,Yosys top cell by instances,ha_1,
sta,relative max-transition margin,77.4,%
synthesis,Max-area cell share,20.4,%
synthesis,Synth Area in XOR/XNOR,4.76,%
routing,final antenna-violating net count,0,
synthesis,Unique cell types,30,
placed_design,dpl hpwl,949,um
routing,vias,502,
clocking,CTS Buffer Depth,2,
setup_path,Crit path top cell by count,ha_1,
synthesis,Simple-Gate Area Share,12.9,%
cells_and_area,layout cell share with drive strength beyond 1,11.7,%
synthesis,yosys stat area,736,sq um
floorplan,die y size,80,um
global_routing,Tot GR Track Use,3.83,%
sta,Worst Skew,1.04,ps
sta,endpoints left unconstrained,2,
synthesis,Mean Syn Cell Area,11.1,sq um
sta,"Slew Viols, Final",0,
sta,shortest period the worst path allows,3450,ps
sta,endpoints failing hold,0,
floorplan,die width,80,um
sta,RSZ-0062 raised after global routing,false,
setup_path,"slowest stage delay, CP",480,ps
synthesis,mux share,0,%
power_and_ir_drop,VDD IR-drop max,0.0000963,V
global_routing,"Remaining Overflow, GRT",0,
clocking,Num CTS Buffers,3,
synthesis,Post-synth EDFFs,4,
worst_hold_path,Hold Startpoint,CurState[0],
floorplan,# IOs,8,
clocking,CTS Root Cell,clkbuf_4,
power_and_ir_drop,LEAKAGE,0.398,nW
sta,Final period util,90.9,%
clocking,post-CTS setup buffers,0,
placed_design,GP Congestion,0.823,
routing,Vias/cell,4.08,
clocking,Hold Buf Count CTS,0,
synthesis,post-synthesis cell count from yosys,66,
routing,DR iter-0 viols,15,
synthesis,"top cells by area, synth","dfrtp_1 (20%), edfxtp_1 (16%), ha_1 (15%), dlxtn_1 (4.1%), dfstp_2 (3.6%)",
synthesis,Post-Syn Area,736,sq um
synthesis,Post-synth top cells,"ha_1 (9), dfrtp_1 (6), inv_1 (5), o21ai_0 (5)",
synthesis,Yosys reg bits,13,
setup_path,r2r setup slk,1360,ps
setup_path,worst-path maximum fanout,10,
clocking,H-tree levels,1,
sta,fmax,289,MHz
clocking,"Reg clk slew, reported paths",70,ps
sta,register pins left without a clock,2,
setup_path,r2r endpoint,Count[3],
clocking,Worst-Skew Late Latency,260,ps
synthesis,Main synth FF type,dfrtp_1,
worst_hold_path,Worst Hold End,CurState[0],
worst_hold_path,hold-critical path depth,2,
setup_path,CP Capture Type,register,
sta,final setup violation count,0,
worst_hold_path,worst min path class,register to register,
floorplan,Starting Density,21.5,%
routing,Pre-Repair DR Iteration Count,4,
synthesis,asr flop ratio synth,53.8,%
global_routing,pin count of the biggest net entering global routing,11,
synthesis,"Adder Share, Synth",18.0,%
setup_path,Crit Path Category,input pin to register,
routing,remaining routing DRC violations,0,
placed_design,number of port buffers,7,
synthesis,synth warn,1,
sta,Fin Setup TNS,0,ps
setup_path,CP max-delay cell,clkdlybuf4s50_1,
synthesis,Main logic family,adder cells,
job,tool warnings,31,
floorplan,Core Rows,21,
setup_path,crit-path leading delay family,simple AND/OR/NAND/NOR gates,
floorplan,total die size,0.00640,sq mm
job,max cap viols,0,
clocking,CTS tree,built,
synthesis,"area leader, netlist",dfrtp_1,
clocking,Resized Gates After CTS,0,
global_routing,first-pass GRT wire length,2050,um
setup_path,CP Data Required Time,3820,ps
setup_path,critical-path cell list,clkdlybuf4s50_1 > inv_1 > ha_1 > nor3b_1 > nor2b_1 > or3_4 > ha_1 > a21o_1 > a21oi_1 > xor2_1 > xnor2_1,
global_routing,initial antenna violation count,0,
synthesis,Synth Instances,66,
synthesis,AND-OR/OR-AND share of the synthesized area,14.1,%
setup_path,crit start category,input pin,
setup_path,RR Startpoint,CurState[3],
power_and_ir_drop,PD cells,325,mW/mm^2
cells_and_area,synth-to-layout area growth,20.7,%
cells_and_area,Util after Layout,26.0,%
setup_path,buffers plus inverters on the worst setup path,2,
[report_power, final]
| group | switching (mW) | internal [mW] | leakage, nW | total [mW] |
|---|---|---|---|---|
| Clock | 0.0393 | 0.0406 | 0.0150 | 0.0799 |
| Sequential | 0.0171 | 0.139 | 0.145 | 0.157 |
| Combinational | 0.0259 | 0.0268 | 0.239 | 0.0527 |
[layer usage]
layer	track usage, %	vias up	wire, um
met1	5.40	230	640
li1	-	252	-
met2	5.54	18	477
met4	0.352	0	6
met3	1.59	2	100
met5	0	-	0
[cell families (layout without fill, tap and decap cells)]
group | Yosys count | after routing
latches | 2 | 2
xor gates and xnor gates | 4 | 4
AOI/OAI and AO/OA | 14 | 14
DFF | 11 | 11
adders and majority gates | 10 | 10
and+or+nand+nor | 17 | 17
buffers and inverters | 8 | 19
[state kept, by name (all words and copies together), names as in the netlist]
register  flops
CurState      7
CountEn       2
Count         4
[placed cells by master (no fill, tap or decap), drive strengths merged]
| cell type | n |
|---|---|
| o32ai | 1 |
| dfstp | 1 |
| nand3b | 1 |
| nor4b | 1 |
| edfxtp | 4 |
| nand2b | 1 |
| dfrtp | 6 |
| a22o | 2 |
| a222oi | 1 |
| nand3 | 2 |
| clkbuf | 4 |
| or3 | 1 |
| inv | 5 |
| clkdlybuf4s50 | 7 |
| fa | 1 |
| a21o | 1 |
| xnor2 | 1 |
| nor3b | 1 |
| nor2b | 1 |
| o31ai | 1 |
| buf | 3 |
| dlxtn | 2 |
| ha | 9 |
| a21oi | 2 |
| nand2 | 4 |
| o21ai | 5 |
| xor2 | 3 |
| nor2 | 4 |
| and2b | 1 |
| a221o | 1 |
[worst reg2reg max path, cell delays in order, from the launching register on]
cell     delay (ps)
dfrtp_1         450
o32ai_2         270
nand3_1         150
or3_4           440
ha_1            290
a21o_1          160
a21oi_1         160
xor2_1          200
xnor2_1          80
[worst max-delay path by stage]
stage | from | endpoint | slack, ps | depth (start not counted)
finish | D1 | Count[3] | 350 | 11
global route | D1 | Count[3] | 170 | 11
CTS | D1 | Count[3] | 360 | 11
[metrics by stage]
| step | std cells | setup WS [ps] | hold WS (ps) | total power [mW] | instance area, sq um |
|---|---|---|---|---|---|
| after detailed placement | 119 | 93.5 | 513 | 0.211 | 862 |
| final | 123 | 345 | 522 | 0.289 | 888 |
| after floorplan | 66 | 819 | 464 | 0.194 | 736 |
| after global routing | 123 | 174 | 538 | 0.307 | 888 |
| after global placement | 119 | 160 | 510 | 0.210 | 862 |
| after CTS | 123 | 363 | 521 | 0.291 | 888 |
[layout make-up]
class,count,area [sq um]
repair buffers,10,92.6
flip-flops and latches,13,327
inverters,5,18.8
fillers,356,2530
multi-input cells,45,367
well taps,46,57.6
clock buffers,4,26.3
Power is estimated from default activity; no workload was simulated.
