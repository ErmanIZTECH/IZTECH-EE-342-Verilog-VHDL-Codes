**design/flow/config.mk**
```make
export PLATFORM = sky130hd
export DESIGN_NAME = Lab4
export DESIGN_NICKNAME = Lab4
export VERILOG_FILES = /design/flow/design.v
export SDC_FILE = /design/flow/constraint.sdc
export NUM_CORES = 4
export LEC_CHECK = 1
export CORE_AREA = 10 10 113 113
export DIE_AREA = 0 0 123 123
```
**design/flow/run.sh**
```bash
#!/bin/bash
# OpenROAD 26Q1-2900-gdf79404cd8, Yosys 0.63+post, stock flow scripts
make -C /OpenROAD-flow-scripts/flow DESIGN_CONFIG=/design/flow/config.mk WORK_HOME=/design/flow/orfs finish
```
**design/flow/design.v**
```verilog
module Lab4(ClkIn,PDataIn,PDataOut,Send,Ready);
input ClkIn,Send;
input [7:0] PDataIn;
output Ready;
output [7:0] PDataOut;
wire SCout,SDout;
SerTX Tx1(ClkIn,Send,PDataIn,SCout,SDout);
SerRX Rx1(SCout,SDout,PDataOut,Ready);
endmodule
module SerRX (SCin,SDin,PDout,PDready);
input SCin,SDin;
output [7:0]PDout;
output reg PDready;
reg [3:0]Count;
reg [7:0]Rec;
reg [7:0]Temp;
always @(posedge SCin)
begin
	if(SCin == 1'b1 && SDin==1'b1 && Count[3:0] == 4'd0)
		begin
			Count[3:0] <= 4'd9;
		end
	if(Count[3:0] != 4'd0)
		begin
			if(Count[3:0] != 4'd1)
				begin
					Rec[0] <= SDin;
					Rec[7:1] <= Rec[6:0];
				end
			Count[3:0] <= Count[3:0] - 4'd1;
		end
	if(Count[3:0]== 3'd1)
		Temp[7:0]<=Rec[7:0];
	else if(SCin == 1'b0 && Count[3:0] == 4'd0)
		begin
			Count[3:0] <= 4'd0;
			Rec[7:0]<=Rec[7:0];
		end
end
always@(posedge SCin)
if(Count[3:0] == 4'd2)
	PDready = 1'b1;
else
	PDready = 1'b0;
assign PDout[7:0] = (Count[3:0]==4'd1 || Count[3:0]==4'd0)? Rec[7:0] : Temp[7:0];
endmodule
module SerTX (Clk,Send,PDin,SCout,SDout);
input Clk,Send;
input [7:0]PDin;
output SCout,SDout;
reg [7:0]D;
reg Data;
reg Send_d1;      
wire Send_1cyc;
always @(posedge Clk)
  Send_d1 <= Send;
assign Send_1cyc = ~Send_d1 & Send;
always @(posedge Clk)
begin
	if(Send_1cyc == 1'b1)
		begin
		D[7:0] <= PDin[7:0];
		Data <= 1'b1;
		end
	else
		begin
			D[7:1] <= D[6:0];
			D[0] <= 1'b0;
			Data <= D[7];
		end
end
assign SCout = Clk;
assign SDout = Data;
endmodule
```
**design/flow/constraint.sdc**
```tcl
current_design Lab4

set clk_period 4.2
set clk_io_pct 0.2

create_clock -name clk0 -period $clk_period [get_ports {ClkIn}]

set non_clock_inputs [all_inputs -no_clocks]
set_input_delay [expr $clk_period * $clk_io_pct] -clock clk0 $non_clock_inputs
set_output_delay [expr $clk_period * $clk_io_pct] -clock clk0 [all_outputs]
```
==> deck_impl_summary.md <==
Synthesis and Place & Route Summary

GRT
  • Wire length of the first global-routing pass: 3.27 mm
  • Largest net degree at the start of global routing: 11
  • Via count of the first global-routing pass: around 770
  • Overflow left after global routing: 0
  • Initial antenna violation count: 0
  • GRT Resource Usage Total: between 2 and 3%

Worst setup path
  • Worst r2r src: Rx1.Count[0]$_DFF_P_
  • Critical path capture point: PDataOut[2]
  • Worst-case reg-to-reg path depth: 4
  • Reg-to-reg critical path endpoint: Rx1.Rec[3]$_DFFE_PP_
  • Kind of cell adding the most delay to the critical path: buffers and inverters
  • Largest fanout on the critical path: 9
  • Crit-path cells: inv_1 > ha_1 > o21a_1 > mux2_4 > clkdlybuf4s50_1
  • Critical Path Source: Rx1.Count[1]$_DFF_P_
  • Highest-delay cell along the critical path: o21a_1
  • Type of the worst setup path: flip-flop to output pin
  • Reg2reg setup slack: 2.46 ns
  • Startpoint kind of the worst setup timing path: flip-flop
  • Worst Path Arrival: 2.36 ns
  • Data required, critical path: 3.36 ns
  • Crit. path cell count: 5
  • Buffer and inverter count on the worst path: 2
  • Critical path's largest stage delay: around 0.5 ns
  • Type of element capturing the critical path: output pin

Drt
  • Total met3 wirelength after detailed routing: roughly 290 um
  • Final wirelength: between 2 and 2.5 mm
  • Met1 WL: 975 um
  • Highest signal layer in the routed design: met4
  • Number of design-rule violations left by the first detailed-router iteration: 15
  • Length of routed met2 wiring: 785 um
  • Vias post-DR: 712
  • Number of optimization iterations in the first detailed-route pass: 2
  • Remaining number of nets flagged by the antenna check after routing: 0
  • Number of vias per cell: between 2 and 3
  • Routed wire per std cell: 8.31 um
  • DRC Markers: 0
  • Ant. Diodes: 0

Power
  • Leak: 0.671 nW
  • Relative contribution of combinational cells to total power: 21.9%
  • Peak ir drop on the vdd network: 217 uV
  • Net switching power: 0.346 mW
  • Overall Power: 1.36 mW
  • Internal Power: 1.02 mW
  • Clk pwr share: between 40% and 50%
  • Seq pwr share: 37.8%
  • Power per Cell Area: ~760 mW/mm^2
  • Switching part of the total power: 25.4%

Placed design
  • Global placement routability congestion: 0.722
  • Post-placement worst setup slack: 1.41 ns
  • I/O Buffers: 18
  • Placed instance count: 229
  • Placed standard-cell area: 0.00154 sq mm
  • DPL Wire Length: 1.38 mm

Run
  • Number of maximum-capacitance violations: 0
  • Tally of OpenROAD warnings: 32

Logic synthesis
  • Yosys warning total: 2
  • Post-synthesis average cell area: 15.7 sq um
  • Post-synthesis instance area: ~0.0012 sq mm
  • Share of synthesized area occupied by flip-flops and latches: roughly 65%
  • Register bit total from synthesis: 31
  • Cell count in the Yosys report: approximately 77
  • Synthesized instance count: a little under 80
  • Post-synth area from yosys stat: 0.00121 sq mm
  • Number of library cell types mapped by synthesis: 28

STA
  • Final Max-Slew Violation Tally: 0
  • Minimum period implied by the final worst setup slack: 3.20 ns
  • Measured slew at the worst slew-check pin: 0.690 ns
  • Worst rel slew slack: between 50% and 60%
  • Number of endpoints failing setup at the final stage: 0
  • Maximum operating frequency: 313 MHz
  • Worst clock skew: 0.00634 ns
  • Setup TNS: 0 ns
  • Hold Violations, Final: 0
  • Hold Worst Slack: about 0.20 ns
  • Final worst path period share: 76.1%
  • Final worst setup slack: 1.00 ns
  • RSZ-0062 raised after global routing: no

Die
  • Floorplan die height: 123 um
  • Chip width: roughly 120 um
  • Number of placement rows: 37
  • Core Box Area: roughly 0.010 sq mm
  • Count of pins on the block boundary: 19
  • Overall chip area: 0.0151 sq mm
  • Core utilization before placement: a little under an eighth

Cells and area
  • Most frequent logic cell in the layout: clkdlybuf4s50_1
  • Core utilization of the finished layout: 17.4%
  • Top Layout Cells: 18 x clkdlybuf4s50_1, 16 x edfxtp_1, 15 x dfxtp_1, 15 x clkbuf_8, 8 x mux2_4
  • Layout cells sized above 1: a little over a quarter
  • Total non-filler cell area in the finished layout: 0.00180 sq mm
  • Area growth syn-to-layout: 48.6%
  • Final std cells w/o fill: 249

Clock tree
  • TritonCTS clock tree: built
  • Clk Latency, worst-skew pair: ~0.38 ns
  • Post-CTS sizing: 0
  • Post-CTS Setup Inserts: 0
  • Clock-pin slew on the worst setup and hold paths: 0.07 ns
  • Number of hold buffers added after CTS: 0

Worst hold path
  • Type of the most critical hold path: clock port to flip-flop

Outcome
  • Status: completed
[cells in the mapped netlist, drive strengths merged]
library cell | n | area, sq um
buf | 2 | 16.3
ha | 4 | 50.1
or2 | 1 | 6.26
o2111ai | 1 | 8.76
mux2i | 1 | 10.0
o221ai | 1 | 8.76
inv | 5 | 18.8
nor2b | 1 | 6.26
nand2 | 1 | 3.75
o21ai | 1 | 5.00
nor2 | 2 | 10.0
xnor2 | 1 | 8.76
and2 | 3 | 21.3
and3 | 1 | 6.26
o21a | 1 | 7.51
a2111oi | 1 | 10.0
a211oi | 1 | 7.51
nor3b | 1 | 12.5
edfxtp | 16 | 480
nor4 | 1 | 6.26
nand3 | 1 | 5.00
mux2 | 15 | 199
dfxtp | 15 | 300
[worst reg2reg max path: cells and delay by family (launching register included)]
kind / cells / cell delay [ns]
fa+ha+maj: 1 / 0.25
buf+inv: 2 / 0.38
compound gates: 1 / 0.37
flops: 1 / 0.43
[power groups by stage]
stage | Combinational, mW | Clock, mW | Sequential (mW)
after global routing | 0.326 | 0.597 | 0.530
final | 0.299 | 0.549 | 0.514
after CTS | 0.305 | 0.574 | 0.515
[worst min-delay path by stage]
stage / endpoint / depth (start not counted) / from
final: Rx1.Count[0]$_DFF_P_ / 5 / ClkIn
after global routing: Rx1.Count[0]$_DFF_P_ / 5 / ClkIn
after CTS: Rx1.Count[0]$_DFF_P_ / 5 / ClkIn
[metal layers]
| metal | vias up | track usage (%) |
|---|---|---|
| li1 | 350 | - |
| met1 | 325 | 3.30 |
| met2 | 35 | 3.31 |
| met3 | 2 | 2.96 |
| met4 | 0 | 1.02 |
| met5 | - | 0 |
[logic make-up after synthesis]
| family | share of synthesized area (%) |
|---|---|
| buffers and inverters | 2.90 |
| adders and majority gates | 4.14 |
| muxes | 17.3 |
| AOI/OAI and AO/OA | 3.93 |
| xor gates and xnor gates | 0.725 |
| DFF | 64.6 |
| and+or+nand+nor | 6.42 |
[state kept, by name, summed over array words and instances, names as in the netlist]
register	cells
Rx1.Temp	8
Rx1.Rec	8
Rx1.PDready	1
Tx1.Send_d1	1
Tx1.Data	1
Rx1.Count	4
Tx1.D	8
[cell type report]
class / count / area [sq um]
fillers: 1107 / 8530
flip-flops and latches: 31 / 781
multi-input cells: 39 / 393
clock buffers: 18 / 218
repair buffers: 18 / 180
well taps: 136 / 170
clock inverters: 3 / 38.8
inverters: 4 / 15.0
Power and IR drop assume default switching activity.
